[/design/flow/config.mk]
export PLATFORM = sky130hd
export DESIGN_NAME = hornet
export DESIGN_NICKNAME = hornet
export VERILOG_FILES = /design/flow/design.v
export SDC_FILE = /design/flow/constraint.sdc
export NUM_CORES = 4
export LEC_CHECK = 1
export CORE_UTILIZATION = 50
[/design/flow/constraint.sdc]
current_design hornet

set clk_period 5.9
set clk_io_pct 0.2

create_clock -name clk0 -period $clk_period [get_ports {clk}]

set non_clock_inputs [all_inputs -no_clocks]
set_input_delay [expr $clk_period * $clk_io_pct] -clock clk0 $non_clock_inputs
set_output_delay [expr $clk_period * $clk_io_pct] -clock clk0 [all_outputs]
[/design/flow/design.v]
module hornet (
	input  clk, reset_n,
	output logic [17:0] s, r, t,
	input  logic [17:0] rsq, dsq
);
logic [8:0] mem_adr;
logic       mem_req, mem_ack;
always_ff @ (posedge clk or negedge reset_n) if (~reset_n) mem_req <= 0; else mem_req <= 1;
always_ff @ (posedge clk or negedge reset_n) if (~reset_n) mem_ack <= 0; else mem_ack <= mem_req;
logic [17:0] t_nxt, s_nxt, r_nxt, r_dec, a, a_nxt, i, i_nxt, mem_sda;
logic [18:0] ts, tsa;
logic  [9:0] p, p_nxt, p_inca;
logic  [8:0] b, b_nxt;
logic  [1:0] slot, slot_nxt;
logic  [6:0] p_inc;
logic cf;
logic  [4:0] slot0, slot1, slot2, slot3, instr;
assign slot0 =   i [17:13] ^ 5'b01010;
assign slot1 =   i [12: 8] ^ 5'b10101;
assign slot2 =   i [ 7: 3] ^ 5'b01010;
assign slot3 = {(i [ 2: 0] ^   3'b101), 2'b00};
always_comb
	case (slot)
		    0 : instr = slot0;
		    1 : instr = slot1;
		    2 : instr = slot2;
		default instr = slot3;
	endcase
logic [7:0] jumpa;
always_comb
	case (slot)
		    0 : jumpa = {           i [ 9: 0]};
		    1 : jumpa = {p [ 9: 8], i [ 7: 0]};
		    2 : jumpa = {p [ 9: 3], i [ 2: 0]};
		default jumpa = {           i [ 9: 0]};  
	endcase
assign p_inc = p[6:0] + 6'b000001;
assign r_dec = r - 1;
assign p_inca = {p [9:7], p_inc};
assign ts  = {t[17], t} + {s[17], s};
assign tsa = a[0] ? ts : {t[17], t};
always_comb
	case (instr)  
		   0 : r_nxt = rsq;
		   1 : r_nxt = {7'b0000000, p};
		   3 : r_nxt = {7'b0000000, p};
		   4 : r_nxt = |r ? r_dec : rsq;
		   5 : r_nxt = |r ? r_dec : rsq;
		  25 : r_nxt = rsq;
		  29 : r_nxt = t;
		default          r_nxt = r;
	endcase
always_comb
	case (instr)  
		   0 : p_nxt = r [9:0];
		   1 : p_nxt = r [9:0];
		   2 : p_nxt = jumpa;
		   3 : p_nxt = jumpa;
		   5 : p_nxt = |r           ? jumpa : p;
		   6 : p_nxt = (t     == 0) ? jumpa : p_inca;
		   7 : p_nxt = (t[17] == 0) ? jumpa : p_inca;
		   8 : p_nxt = p_inca;
		  12 : p_nxt = p_inca;
		default          p_nxt = p_inca;
	endcase
always_comb
	case (instr)  
		   8 : t_nxt = mem_sda;
		   9 : t_nxt = mem_sda;
		  10 : t_nxt = mem_sda;
		  11 : t_nxt = mem_sda;
		  12 : t_nxt = s;
		  13 : t_nxt = s;
		  14 : t_nxt = s;
		  15 : t_nxt = s;
		  16 : t_nxt = tsa[18:1];
		  17 : t_nxt = {t [16: 0], t [    0]};
		  18 : t_nxt = {t [17   ], t [17: 1]};
		  19 : t_nxt = ~t;
		  20 : t_nxt = p [9] ? (t + s + cf) : ts;
		  21 : t_nxt = t & s;
		  22 : t_nxt = t ^ s;
		  23 : t_nxt = s;
		  25 : t_nxt = r;
		  26 : t_nxt = mem_sda;
		  27 : t_nxt = a;
		default          t_nxt = t;
	endcase
always_comb
	case (instr)  
		  16 : a_nxt = {tsa[0], a[17:1]};
		  31 : a_nxt = t;
		default          a_nxt = a;
	endcase
always_comb
	case (instr)  
		  30 : b_nxt = t [8:0];
		default          b_nxt = b;
	endcase
always_comb
	case (instr)  
		   8 : s_nxt = t;
		   9 : s_nxt = t;
		  10 : s_nxt = t;
		  11 : s_nxt = t;
		  12 : s_nxt = dsq;
		  13 : s_nxt = dsq;
		  14 : s_nxt = dsq;
		  15 : s_nxt = dsq;
		  20 : s_nxt = dsq;
		  21 : s_nxt = dsq;
		  22 : s_nxt = dsq;
		  23 : s_nxt = dsq;
		  24 : s_nxt = t;
		  25 : s_nxt = t;
		  26 : s_nxt = t;
		  27 : s_nxt = t;
		  29 : s_nxt = dsq;
		  30 : s_nxt = dsq;
		  31 : s_nxt = dsq;
		default          s_nxt = s;
	endcase
always_comb
	case (instr)  
		   0 : mem_adr  = r [8:0];
		   2 : mem_adr  = jumpa;
		   3 : mem_adr  = jumpa;
		   5 : mem_adr  = |r           ? jumpa : p;
		   6 : mem_adr  = (t     == 0) ? jumpa : p;
		   7 : mem_adr  = (t[17] == 0) ? jumpa : p;
		   9 : mem_adr  = a;
		  10 : mem_adr  = b;
		  11 : mem_adr  = a;
		  13 : mem_adr  = a;
		  14 : mem_adr  = b;
		  15 : mem_adr  = a;
		default          mem_adr  = p;
	endcase
always_comb
	case (slot)
		    3 : i_nxt = mem_sda;
		default i_nxt = i;
	endcase
always_comb
	case (slot)
		    0 : slot_nxt = 1;
		    1 : slot_nxt = 2;
		    2 : slot_nxt = 3;
		default slot_nxt = mem_ack ? 0 : slot;
	endcase
always_ff @ (posedge clk or negedge reset_n)
	if (~reset_n)     i <= 18'b 101100100110110010;
	else if (mem_ack) i <= i_nxt;
always_ff @ (posedge clk or negedge reset_n)
	if (~reset_n)     p <= 0;
	else if (mem_ack) p <= p_nxt;
always_ff @ (posedge clk or negedge reset_n)
	if (~reset_n) slot <= 3;
	else          slot <= slot_nxt;
always_ff @ (posedge clk) t <= t_nxt;
always_ff @ (posedge clk) s <= s_nxt;
always_ff @ (posedge clk) r <= r_nxt;
always_ff @ (posedge clk) a <= a_nxt;
always_ff @ (posedge clk) b <= b_nxt;
logic [17:0] q_rom;
logic  [5:0] addr_rom;
always_ff @ (posedge clk) if (mem_req) addr_rom <= mem_adr [5:0];
always_comb
	case (addr_rom)  
		    0 : q_rom = 18'b 000101110101001111;  
		    1 : q_rom = 18'b 000000000000001000;  
		    2 : q_rom = 18'b 000000000000001100;  
		    3 : q_rom = 18'b 010001010000000011;  
		    4 : q_rom = 18'b 100100100011001010;  
		    5 : q_rom = 18'b 111101110110011000;  
		    6 : q_rom = 18'b 000000000000000001;  
		    7 : q_rom = 18'b 011001010000001011;  
		    8 : q_rom = 18'b 110010111110110000;  
		    9 : q_rom = 18'b 011011010000000100;  
		   10 : q_rom = 18'b 110011011100000111;  
		   11 : q_rom = 18'b 111011010101010101;  
		default q_rom = 18'b 101100100110110010;  
	endcase
assign mem_sda = q_rom;
endmodule  
[/design/flow/run.sh]
#!/bin/bash
# OpenROAD 26Q1-2900-gdf79404cd8, Yosys 0.63+post, stock flow scripts
make -C /OpenROAD-flow-scripts/flow DESIGN_CONFIG=/design/flow/config.mk WORK_HOME=/design/flow/orfs finish
==> results_slide.txt <==
Flow Results at a Glance

Outcome
  – Status: completed

Clock network
  – TritonCTS clock tree: yes
  – Resized Gates After CTS: 0
  – Clk latency of the worst-skew pair: 0.43 ns
  – Hold Buf Count CTS: 0
  – H-tree depth: 4
  – Cts bufs inserted: 17
  – Root Driver: clkbuf_16
  – Clock Path Buffers: 2
  – Clock slew seen by the registers of the worst setup and hold paths: 0.07 ns
  – Clock sinks: 134
  – Post-CTS setup buffer count: 0

Global route
  – Number of global-route vias before repair: 8245
  – Met2 Usage GRT: 0.505
  – Grt peak-use layer: met1
  – Initial antenna violation count: 1
  – Largest net degree at the start of global routing: 33
  – GRT Resource Usage Total: 0.364
  – GR Util met1: 0.569
  – First-pass GRT wire length: 50.5 mm
  – Met3 Use GR: 0.137
  – Total grt overflow: 0

Finish
  – Area Overhead vs Synth: 18.8%
  – Fill cells: 1562
  – FF+latch area: 0.00370 mm2
  – Most frequent cells in the layout: nand2_1, nor2_1, clkdlybuf4s50_1
  – Layout cells sized above 1: 0.124
  – Combinational Area: 0.00524 mm2
  – Top cell excl fill/tap: nand2_1

Detailed routing
  – Initial DRC count: 780
  – # DRC: 0
  – DR vias/cell: 6.64
  – Overall routed net length: 32.8 mm
  – Routed length per placed instance: 25.0 um
  – First-pass DRT Iterations: 7
  – DR vias: 8707
  – Post-route ant nets: 0

Setup path
  – CP Class: flop to flop
  – Crit path arrival time: 4.96 ns
  – Crit Path Max Fanout: 10
  – Worst R2R Setup Slack: 1.27 ns
  – Critical Path Sink Type: flop
  – Worst Setup Start Kind: flop
  – Crit path DRT: 6.23 ns
  – Worst r2r path cells: 13
  – RR Startpoint: slot[0]

Synthesis
  – Fraction of registers with async set/reset: 0.239
  – Yosys warning count: 2
  – Main area contributors: edfxtp_1, dfrtp_1, mux2_2, nand2_1, ha_1
  – Mean post-synth cell area: 9.33 um2
  – Top-area cell share: 0.272
  – Count of cell types in the netlist: 88
  – Post-Syn Instances: 992
  – Ys cells: 992
  – Dominant register cell: edfxtp_1
  – Ys flops: 134
  – Post-synth top area cell: edfxtp_1
  – Register area share after synthesis: 0.399
  – Yosys chip area: 0.00926 mm2
  – Number of enable flip-flop cells: 84
  – Area of the mapped netlist: 0.00926 mm2

Worst hold path
  – Cells on Worst Hold Path: 2
  – Hold path start: i[17]
  – HP Class: flop to flop
  – Hold Crit Endpoint: i[17]

Final timing
  – Post-layout period usage: 0.785
  – Relative max-transition margin: 0.292
  – Final hold violation count: 0
  – Pins over their slew limit: 0
  – Final Critical Period: 4.63 ns
  – Setup violators final: 0
  – RSZ-0062 raised after global routing: no
  – Worst Max-Slew Pin Slew: 1.05 ns
  – Setup_tns: 0 ns
  – Fmax: 216 MHz
  – Setup Skew: 0.0107 ns

Floorplanning
  – Core Area: 0.0180 mm2
  – # rows: 49
  – I/O pins: 92
  – Chip Area: 0.0191 mm2
  – Initial Utilization: 0.514
  – Die Y: 138 um
  – Die width: 138 um

Job
  – Log Warnings: 36
  – # Max-Cap Violations: 0

Placement
  – PortBufs: 91
  – Gpl congestion: 0.981
  – DP HPWL: 23.4 mm
[cell usage after synthesis, drive strengths merged (18+ instances only)]
| master | number |
|---|---|
| ha | 32 |
| dfrtp | 21 |
| a22oi | 38 |
| nor3 | 18 |
| nand3 | 29 |
| dfxtp | 18 |
| nand2 | 108 |
| xnor2 | 18 |
| mux2 | 43 |
| edfxtp | 84 |
| nor2 | 97 |
| a221oi | 27 |
| inv | 19 |
| clkbuf | 47 |
| o21ai | 64 |
| a21oi | 67 |
[worst max path at each step]
stage	end	from	slack (ns)	cells after the start
4_1_cts	flop	slot[1]	1.34	13
5_1_grt	flop	slot[1]	0.97	13
6_report	flop	slot[0]	1.27	13
[final cells by class]
cell class / instances / area share
Inverter: 19 / 0.00648
Clock buffer: 17 / 0.0387
Clock inverter: 15 / 0.0163
Timing Repair Buffer: 116 / 0.0999
Tap cell: 229 / 0.0260
Multi-Input combinational cell: 781 / 0.476
Sequential cell: 134 / 0.336
Antenna cell: 1 / 0.000228
[per-layer routing]
layer | wire [um] | share of wire
met5 | 0 | 0
met4 | 842 | 0.026
met3 | 3740 | 0.11
met2 | 14100 | 0.43
met1 | 14100 | 0.43
[per-stage QoR]
step                hold WS [ns]   util  setup slack (ns)  cells  cell area [um2]
finish                     0.488  0.610              1.27   1312            11000
detailed placement         0.479  0.577              1.35   1279            10400
global placement           0.472  0.577              1.49   1279            10400
CTS                        0.494  0.610              1.34   1311            11000
floorplan                  0.443      -              2.21    992             9260
global route               0.511  0.610             0.972   1311            11000
[kinds of logic after synthesis]
family,share of synthesized area
AOI/OAI and AO/OA,0.258
and+or+nand+nor,0.170
DFF,0.399
buffers and inverters,0.0347
muxes,0.0620
adders and majority gates,0.0465
xor gates and xnor gates,0.0293
other,0.000405
[critical path, stage by stage, from the launching register on]
cell and delay (ns):
dfstp_2 0.58, inv_1 0.07, ha_1 0.28, and2b_1 0.26, o41ai_4 0.62, nand2_2 0.25
nor2_1 0.55, a22o_1 0.30, o21ai_0 0.14, a41oi_2 0.56, inv_1 0.18, ha_1 0.39
nand2_1 0.09, a32o_1 0.25
